==> ./design.v <==
parameter divide_by=100000000;   
parameter NBITS_INSTR = 32;
parameter NBITS_TOP = 8, NREGS_TOP = 32, NBITS_LCD = 64;
module top(input  logic clk_2,
           input  logic [NBITS_TOP-1:0] SWI,
           output logic [NBITS_TOP-1:0] LED,
           output logic [NBITS_TOP-1:0] SEG,
           output logic [NBITS_LCD-1:0] lcd_a, lcd_b,
           output logic [NBITS_INSTR-1:0] lcd_instruction,
           output logic [NBITS_TOP-1:0] lcd_registrador [0:NREGS_TOP-1],
           output logic [NBITS_TOP-1:0] lcd_pc, lcd_SrcA, lcd_SrcB,
             lcd_ALUResult, lcd_Result, lcd_WriteData, lcd_ReadData, 
           output logic lcd_MemWrite, lcd_Branch, lcd_MemtoReg, lcd_RegWrite);
  always_comb begin
    lcd_WriteData <= SWI;
    lcd_pc <= 'h12;
    lcd_instruction <= 'h34567890;
    lcd_SrcA <= 'hab;
    lcd_SrcB <= 'hcd;
    lcd_ALUResult <= 'hef;
    lcd_Result <= 'h11;
    lcd_ReadData <= 'h33;
    lcd_MemWrite <= SWI[0];
    lcd_Branch <= SWI[1];
    lcd_MemtoReg <= SWI[2];
    lcd_RegWrite <= SWI[3];
    for(int i=0; i<NREGS_TOP; i++)
       if(i != NREGS_TOP/2-1) lcd_registrador[i] <= i+i*16;
       else                   lcd_registrador[i] <= ~SWI;
    lcd_a <= {56'h1234567890ABCD, SWI};
    lcd_b <= {SWI, 56'hFEDCBA09876543};
  end
    parameter tamanho = 4;
    logic reset, in_bit, out_bit;
    always_comb reset <= SWI[0];
    always_comb in_bit <= SWI[4];
    enum logic [tamanho-1 : 0] {A, B, C, D } state;
    always_ff @ (posedge clk_2)
        if (reset) state <= A;
        else
            unique case (state)
                A:
                    if (in_bit == 0)
                        state <= A;
                    else 
                        state <= B;
                B:
                    if (in_bit == 0)
                        state <= A;
                    else
                        state <= C;
                C:
                    if (in_bit == 0)
                        state <= A;
                    else
                        state <= D;
                D:
                    if (in_bit == 0)
                        state <= A;
                    else
                        state <= D;
            endcase
    always_comb out_bit <= (state == D);
    always_comb LED[0] <= clk_2;      
    always_comb LED[7] <= out_bit;
endmodule
==> ./run.sh <==
#!/bin/bash
# OpenROAD 26Q1-2900-gdf79404cd8, Yosys 0.63+post, stock flow scripts
make -C /OpenROAD-flow-scripts/flow DESIGN_CONFIG=/design/flow/config.mk WORK_HOME=/design/flow/orfs finish
==> ./config.mk <==
export PLATFORM = sky130hd
export DESIGN_NAME = top
export DESIGN_NICKNAME = top
export VERILOG_FILES = /design/flow/design.v
export SDC_FILE = /design/flow/constraint.sdc
export NUM_CORES = 4
export LEC_CHECK = 1
export CORE_AREA = 10 10 198 198
export DIE_AREA = 0 0 208 208
export SYNTH_HDL_FRONTEND = slang
==> ./constraint.sdc <==
current_design top

set clk_period 1.0
set clk_io_pct 0.2

create_clock -name clk0 -period $clk_period [get_ports {clk_2}]

set non_clock_inputs [all_inputs -no_clocks]
set_input_delay [expr $clk_period * $clk_io_pct] -clock clk0 $non_clock_inputs
set_output_delay [expr $clk_period * $clk_io_pct] -clock clk0 [all_outputs]
==> impl_metrics.toml <==
# generated from flow reports
[run_status]
status = "completed"

[final_layout]
drive_above_1_share_pct = 4.19
fin_area_um2 = 3010
largest_registers = "state x4"
top_register = "state"
largest_reg_flops = 4
area_delta_synth_final_pct = -20.5

[drt]
vias = 1459
wire_per_inst_um = 7.95
postRouteAntennaNets = 0
firstDrtPassIters = 4
routed_wl_um = 7790
drtIter0Drc = 18
antenna_cells = 0
post-route-drc-count = 0
vias_per_cell = 1.49

[synth]
edf_count = 0
synth_cell_type_count = 8
synth_area_um2 = 3790
common_cells = "484 x buf_4, 8 x inv_1, 4 x dfxtp_1"
ys.flops = 4
ff_type = "dfxtp_1"
top_cell_area_share_pct = 95.9
yosysTopAreaCell = "buf_4"
ys_async_sr_fraction_pct = 0
synth_seq_share_pct = 2.11
synth.area.top_cells = "buf_4 96%, dfxtp_1 2.1%, inv_1 0.79%"
avgSynthCellArea_um2 = 7.53
netlist_instances = 503
yosysCellCount = 503
yosys_warnings = 14
yosys_area_um2 = 3790
yosysMostFrequentCell = "buf_4"

[job]
warning_count = 26
cap_violations = 0

[worst_setup_path]
crit_chain = "buf_4 > clkdlybuf4s50_1"
crit_type = "primary input to primary output"
cp-start-kind = "primary input"
path_delay_family = "buffers and inverters"
required_ns = 0.80
crit_fanout = 5
max_stage_delay_ns = 0.48
crit_buf_inv = 2
cp_data_arrival_time_ns = 0.78
endpoint_kind = "primary output"
crit_slowest_cell = "clkdlybuf4s50_1"

[floorplan]
core_um2 = 34700
die_area_um2 = 43300
std_cell_rows = 68
initCoreUtil_pct = 10.9
die_w_um = 208
die_h_um = 208
io_pins = 501

[final_timing]
finalCriticalPeriod_ns = 0.985
hold_viol_final = 0
finalClockPeriodUsage_pct = 98.5
setup_slack_ns = 0.0151
final_max_slew_viol_count = 0
setup_viol = 0
hold-worst-slack_ns = 0.142
skew_ns = 0.00205
max_freq_ghz = 1.02

[worst_hold_path]
hold_path_class = "primary input to flip-flop"

[placement]
dpl_cell_area_um2 = 2900
globalplace.congestion = 0.754
dp_hpwl_um = 7620
port_buffers = 46
dp_slack_ns = -0.495

[cts]
clkTransAtPathRegs_ns = 0.03
cts_hold_buffers = 0
clock_latency_ns = 0.33
cts_tree = "done"

[global_route]
grt_max_degree = 7
grt_overflow_total = 0
grt_first_pass_wirelength_um = 10600
first_global_vias = 1960
antenna_found_initial = 0
track_usage_pct = 2.84

[pwr]
finalPower_uw = 1550
power_density_nw_per_um2 = 516
p_leak_uw = 0.00195
ir_worst_vdd_mv = 0.536
-- report_power, final --
part / switching, uW / total [uW] / internal [uW]
sequential: 1.23 / 168 / 167
clock: 157 / 1080 / 921
combinational: 180 / 306 / 126
-- per-stage QoR --
step                      util [%]  cells  TNS [ns]
after floorplan                  -    955         0
after global placement        8.34    974    -17.22
after detailed placement      8.34    974    -17.02
after CTS                     8.58    980         0
after global routing          8.68    980  -0.00667
final                         8.68    980         0
-- cell usage in the layout, fill, tap and decap left out, drive strengths merged --
cell,count
nor2,2
and3,2
dfxtp,4
conb,454
clkdlybuf4s50,12
dlymetal6s2s,11
clkbuf,5
dlygate4sd2,13
inv,8
nand2b,1
buf,13
-- timing repair --
action | in CTS | in global routing
buffers inserted | 1 | 0
setup endpoints to repair | 38 | 14
gates resized | 59 | 13
-- cell families after synthesis --
family	Yosys count	share of synthesized area, %
buffers and inverters	492	96.7
DFF	4	2.11
other	2	0.198
and+or+nand+nor	5	0.958
-- cell type report --
type,count,area [um2]
Fill cell,4021,31700
Multi-Input combinational cell,459,1740
Tap cell,455,569
Timing Repair Buffer,48,454
Clock buffer,6,136
Sequential cell,4,81.3
Inverter,8,30.0
-- metal layers --
layer	vias to the layer above	track usage (%)	share of wire [%]
li1	607	-	-
met1	637	2.11	27
met2	208	6.03	60
met3	7	1.54	13
met4	0	0.374	0.91
met5	-	0	0
-- worst paths after layout --
kind | start | end | slack, ns | depth (start not counted)
min reg2reg | state[1] | state[3] | 0.43 | 2
max | SWI[1] | lcd_Branch | 0.02 | 2
min | SWI[0] | state[0] | 0.14 | 2
max reg2reg | state[3] | state[3] | 0.42 | 2
